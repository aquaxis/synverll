### /design/flow/constraint.sdc
current_design aq_axi_master32_single

set clk_period 7.5
set clk_io_pct 0.2

create_clock -name clk0 -period $clk_period [get_ports {ACLK}]

set non_clock_inputs [all_inputs -no_clocks]
set_input_delay [expr $clk_period * $clk_io_pct] -clock clk0 $non_clock_inputs
set_output_delay [expr $clk_period * $clk_io_pct] -clock clk0 [all_outputs]
### /design/flow/design.v
module aq_axi_master32_single(
  input           ARESETN,
  input           ACLK,
  output [0:0]  M_AXI_AWID,
  output [31:0] M_AXI_AWADDR,
  output [7:0]  M_AXI_AWLEN,
  output [2:0]  M_AXI_AWSIZE,
  output [1:0]  M_AXI_AWBURST,
  output        M_AXI_AWLOCK,
  output [3:0]  M_AXI_AWCACHE,
  output [2:0]  M_AXI_AWPROT,
  output [3:0]  M_AXI_AWQOS,
  output [0:0]  M_AXI_AWUSER,
  output        M_AXI_AWVALID,
  input         M_AXI_AWREADY,
  output [31:0] M_AXI_WDATA,
  output [3:0]  M_AXI_WSTRB,
  output        M_AXI_WLAST,
  output [0:0]  M_AXI_WUSER,
  output        M_AXI_WVALID,
  input         M_AXI_WREADY,
  input [0:0]   M_AXI_BID,
  input [1:0]   M_AXI_BRESP,
  input [0:0]   M_AXI_BUSER,
  input         M_AXI_BVALID,
  output        M_AXI_BREADY,
  output [0:0]  M_AXI_ARID,
  output [31:0] M_AXI_ARADDR,
  output [7:0]  M_AXI_ARLEN,
  output [2:0]  M_AXI_ARSIZE,
  output [1:0]  M_AXI_ARBURST,
  output [1:0]  M_AXI_ARLOCK,
  output [3:0]  M_AXI_ARCACHE,
  output [2:0]  M_AXI_ARPROT,
  output [3:0]  M_AXI_ARQOS,
  output [0:0]  M_AXI_ARUSER,
  output        M_AXI_ARVALID,
  input         M_AXI_ARREADY,
  input [0:0]   M_AXI_RID,
  input [31:0]  M_AXI_RDATA,
  input [1:0]   M_AXI_RRESP,
  input         M_AXI_RLAST,
  input [0:0]   M_AXI_RUSER,
  input         M_AXI_RVALID,
  output        M_AXI_RREADY,
  input         MASTER_RST,
  input         WR_START,
  input [31:0]  WR_ADRS,
  input [31:0]  WR_LEN,
  output        WR_READY,
  output        WR_DONE,
  input [31:0]  WR_DATA,
  input         RD_START,
  input [31:0]  RD_ADRS,
  input [31:0]  RD_LEN,
  output        RD_READY,
  output        RD_DONE,
  output [31:0] RD_DATA
);
  localparam S_WR_IDLE  = 3'd0;
  localparam S_WA_WAIT  = 3'd1;
  localparam S_WA_START = 3'd2;
  localparam S_WD_WAIT  = 3'd3;
  localparam S_WD_PROC  = 3'd4;
  localparam S_WR_WAIT  = 3'd5;
  reg [2:0]   wr_state;
  reg [31:0]  reg_wr_adrs;
  reg [31:0]  reg_wr_len;
  reg         reg_awvalid, reg_wvalid, reg_w_last;
  reg [7:0]   reg_w_len;
  reg [7:0]   reg_w_stb;
  reg [1:0]   reg_wr_status;
  reg [3:0]   reg_w_count, reg_r_count;
  reg [31:0]    reg_wr_data;
  reg [7:0]   rd_chkdata, wr_chkdata;
  reg [1:0]   resp;
  always @(posedge ACLK or negedge ARESETN) begin
    if(!ARESETN) begin
      wr_state            <= S_WR_IDLE;
      reg_wr_adrs[31:0]   <= 32'd0;
      reg_wr_len[31:0]    <= 32'd0;
      reg_awvalid         <= 1'b0;
      reg_wvalid          <= 1'b0;
      reg_w_last          <= 1'b0;
      reg_w_len[7:0]      <= 8'd0;
      reg_w_stb[7:0]      <= 8'd0;
      reg_wr_status[1:0]  <= 2'd0;
      reg_w_count[3:0]    <= 4'd0;
      reg_r_count[3:0]  <= 4'd0;
      wr_chkdata          <= 8'd0;
        rd_chkdata <= 8'd0;
      resp <= 2'd0;
  end else begin
    if(MASTER_RST) begin
      wr_state <= S_WR_IDLE;
    end else begin
      case(wr_state)
        S_WR_IDLE: begin
          if(WR_START) begin
            wr_state          <= S_WA_WAIT;
            reg_wr_adrs[31:0] <= WR_ADRS[31:0];
            reg_wr_len[31:0]  <= WR_LEN[31:0] -32'd1;
            reg_wr_data[31:0]	<= WR_DATA[31:0];
          end
          reg_awvalid         <= 1'b0;
          reg_wvalid          <= 1'b0;
          reg_w_last          <= 1'b0;
          reg_w_len[7:0]      <= 8'd0;
          reg_w_stb[7:0]      <= 8'd0;
          reg_wr_status[1:0]  <= 2'd0;
        end
        S_WA_WAIT: begin
          if(reg_wr_len[31:11] == 21'd0) begin
            wr_state          <= S_WA_START;
          end
        end
        S_WA_START: begin
          wr_state            <= S_WD_WAIT;
          reg_awvalid         <= 1'b1;
          reg_wr_len[31:11]    <= reg_wr_len[31:11] - 21'd1;
          if(reg_wr_len[31:11] != 21'd0) begin
            reg_w_len[7:0]  <= 8'hFF;
            reg_w_last      <= 1'b0;
            reg_w_stb[3:0]  <= 4'hF;
          end else begin
            reg_w_len[7:0]  <= reg_wr_len[10:3];
            reg_w_last      <= 1'b1;
            case(reg_wr_len[2:0])
              3'd0: reg_w_stb[3:0]  <= 4'b0000;
              3'd1: reg_w_stb[3:0]  <= 4'b0001;
              3'd2: reg_w_stb[3:0]  <= 4'b0011;
              3'd3: reg_w_stb[3:0]  <= 4'b0111;
              3'd4: reg_w_stb[3:0]  <= 4'b1111;
              3'd5: reg_w_stb[3:0]  <= 4'b1111;
              3'd6: reg_w_stb[3:0]  <= 4'b1111;
              3'd7: reg_w_stb[3:0]  <= 4'b1111;
              default:   reg_w_stb[3:0]  <= 4'b1111;
            endcase
          end
        end
        S_WD_WAIT: begin
          if(M_AXI_AWREADY) begin
            wr_state        <= S_WD_PROC;
            reg_awvalid     <= 1'b0;
            reg_wvalid      <= 1'b1;
          end
        end
        S_WD_PROC: begin
          if(M_AXI_WREADY) begin
            if(reg_w_len[7:0] == 8'd0) begin
              wr_state        <= S_WR_WAIT;
              reg_wvalid      <= 1'b0;
              reg_w_stb[3:0]  <= 4'h0;
            end else begin
              reg_w_len[7:0]  <= reg_w_len[7:0] -8'd1;
            end
          end
        end
        S_WR_WAIT: begin
          if(M_AXI_BVALID) begin
            reg_wr_status[1:0]  <= reg_wr_status[1:0] | M_AXI_BRESP[1:0];
            if(reg_w_last) begin
              wr_state          <= S_WR_IDLE;
            end else begin
              wr_state          <= S_WA_WAIT;
              reg_wr_adrs[31:0] <= reg_wr_adrs[31:0] + 32'd2048;
            end
          end
        end
        default: begin
          wr_state <= S_WR_IDLE;
        end
      endcase
      end
    end
  end
  assign M_AXI_AWID         = 1'b0;
  assign M_AXI_AWADDR[31:0] = reg_wr_adrs[31:0];
  assign M_AXI_AWLEN[7:0]   = reg_w_len[7:0]; 
  assign M_AXI_AWSIZE[2:0]  = 2'b011; 
  assign M_AXI_AWBURST[1:0] = 2'b01; 
  assign M_AXI_AWLOCK       = 1'b0; 
  assign M_AXI_AWCACHE[3:0] = 4'b0011; 
  assign M_AXI_AWPROT[2:0]  = 3'b000; 
  assign M_AXI_AWQOS[3:0]   = 4'b0000; 
  assign M_AXI_AWUSER[0]    = 1'b1; 
  assign M_AXI_AWVALID      = reg_awvalid;
assign M_AXI_WDATA[ 7: 0] =	reg_wr_data[7:0];
assign M_AXI_WDATA[15: 8] =	((reg_wr_adrs[1:0] == 2'd0)?reg_wr_data[15: 8]:8'd0) |
					((reg_wr_adrs[1:0] == 2'd1)?reg_wr_data[ 7: 0]:8'd0);
assign M_AXI_WDATA[23:16] =	((reg_wr_adrs[1:0] == 2'd0)?reg_wr_data[23:16]:8'd0) |
					((reg_wr_adrs[1:0] == 2'd1)?reg_wr_data[15: 8]:8'd0) |
					((reg_wr_adrs[1:0] == 2'd2)?reg_wr_data[ 7: 0]:8'd0);
assign M_AXI_WDATA[31:24] =	((reg_wr_adrs[1:0] == 2'd0)?reg_wr_data[31:24]:8'd0) |
					((reg_wr_adrs[1:0] == 2'd1)?reg_wr_data[23:16]:8'd0) |
					((reg_wr_adrs[1:0] == 2'd2)?reg_wr_data[15: 8]:8'd0) |
					((reg_wr_adrs[1:0] == 2'd3)?reg_wr_data[ 7: 0]:8'd0);
  assign M_AXI_WSTRB[3:0]   = (reg_wvalid)?reg_w_stb:4'h0;
  assign M_AXI_WLAST        = (reg_w_len[7:0] == 8'd0)?1'b1:1'b0;
  assign M_AXI_WUSER        = 1;
  assign M_AXI_WVALID       = reg_wvalid;
  assign M_AXI_BREADY       = M_AXI_BVALID;
  assign WR_READY           = (wr_state == S_WR_IDLE)?1'b1:1'b0;
  assign WR_DONE            = ((wr_state == S_WR_WAIT) && M_AXI_BVALID)?1'b1:1'b0;
  localparam S_RD_IDLE  = 3'd0;
  localparam S_RA_WAIT  = 3'd1;
  localparam S_RA_START = 3'd2;
  localparam S_RD_WAIT  = 3'd3;
  localparam S_RD_PROC  = 3'd4;
  reg [2:0]   rd_state;
  reg [31:0]  reg_rd_adrs;
  reg [31:0]  reg_rd_len;
  reg         reg_arvalid, reg_r_last;
  reg [7:0]   reg_r_len;
  always @(posedge ACLK or negedge ARESETN) begin
    if(!ARESETN) begin
      rd_state          <= S_RD_IDLE;
      reg_rd_adrs[31:0] <= 32'd0;
      reg_rd_len[31:0]  <= 32'd0;
      reg_arvalid       <= 1'b0;
      reg_r_len[7:0]    <= 8'd0;
    end else begin
      case(rd_state)
        S_RD_IDLE: begin
          if(RD_START) begin
            rd_state          <= S_RA_WAIT;
            reg_rd_adrs[31:0] <= RD_ADRS[31:0];
            reg_rd_len[31:0]  <= RD_LEN[31:0] -32'd1;
          end
          reg_arvalid     <= 1'b0;
          reg_r_len[7:0]  <= 8'd0;
        end
        S_RA_WAIT: begin
            rd_state          <= S_RA_START;
        end
        S_RA_START: begin
          rd_state          <= S_RD_WAIT;
          reg_arvalid       <= 1'b1;
          reg_rd_len[31:11] <= reg_rd_len[31:11] -21'd1;
          if(reg_rd_len[31:11] != 21'd0) begin
            reg_r_last      <= 1'b0;
            reg_r_len[7:0]  <= 8'd255;
          end else begin
            reg_r_last      <= 1'b1;
            reg_r_len[7:0]  <= reg_rd_len[10:3];
          end
        end
        S_RD_WAIT: begin
          if(M_AXI_ARREADY) begin
            rd_state        <= S_RD_PROC;
            reg_arvalid     <= 1'b0;
          end
        end
        S_RD_PROC: begin
          if(M_AXI_RVALID) begin
            if(M_AXI_RLAST) begin
              if(reg_r_last) begin
                rd_state          <= S_RD_IDLE;
              end else begin
                rd_state          <= S_RA_WAIT;
                reg_rd_adrs[31:0] <= reg_rd_adrs[31:0] + 32'd2048;
              end
            end else begin
              reg_r_len[7:0] <= reg_r_len[7:0] -8'd1;
            end
          end
        end
      endcase
    end
  end
  assign M_AXI_ARID         = 1'b0;
  assign M_AXI_ARADDR[31:0] = reg_rd_adrs[31:0];
  assign M_AXI_ARLEN[7:0]   = reg_r_len[7:0];
  assign M_AXI_ARSIZE[2:0]  = 3'b011;
  assign M_AXI_ARBURST[1:0] = 2'b01;
  assign M_AXI_ARLOCK       = 1'b0;
  assign M_AXI_ARCACHE[3:0] = 4'b0011;
  assign M_AXI_ARPROT[2:0]  = 3'b000;
  assign M_AXI_ARQOS[3:0]   = 4'b0000;
  assign M_AXI_ARUSER[0]    = 1'b1;
  assign M_AXI_ARVALID      = reg_arvalid;
  assign M_AXI_RREADY       = M_AXI_RVALID;
  assign RD_READY           = (rd_state == S_RD_IDLE)?1'b1:1'b0;
  assign RD_DATA[31:0]		= M_AXI_RDATA[31:0];
  assign RD_DONE            = ((wr_state == S_RD_PROC) && M_AXI_RVALID)?1'b1:1'b0;
endmodule
### /design/flow/run.sh
#!/bin/bash
# OpenROAD 26Q1-2900-gdf79404cd8, Yosys 0.63+post, stock flow scripts
make -C /OpenROAD-flow-scripts/flow DESIGN_CONFIG=/design/flow/config.mk WORK_HOME=/design/flow/orfs finish
### /design/flow/config.mk
export PLATFORM = sky130hd
export DESIGN_NAME = aq_axi_master32_single
export DESIGN_NICKNAME = aq_axi_master32_single
export VERILOG_FILES = /design/flow/design.v
export SDC_FILE = /design/flow/constraint.sdc
export NUM_CORES = 4
export LEC_CHECK = 1
export CORE_UTILIZATION = 40
==> Slide: Implementation Results <==
Flow Results at a Glance

Status
  – Outcome: complete, no violations

STA
  – Clock Skew: 0.01724 ns
  – RSZ-0062 raised after global routing: false
  – Fmax: 233.5 MHz
  – Final Cycle Share: 57.11%
  – Final setup vio count: 0
  – Slew Limit Headroom: 37.21%
  – Hold Violations, Final: 0
  – Fin crit period: 4.283 ns
  – Slew @ Worst Pin: 0.9332 ns
  – Slew Limit Fails: 0
  – Setup_tns: 0 ns

Floorplanning
  – Die Wd: 173.8 um
  – Core Box Area: 0.02886 sq mm
  – Initial Utilization: 40.93%
  – Die height: 173.8 um
  – DIE AREA: 0.03022 sq mm
  – FP Rows: 62
  – # IOs: 409

Routing
  – Via Count: 10570
  – Antenna-violating nets left: 0
  – Initial DRT Pass Iterations: 5
  – Via-per-instance ratio: 5.489
  – DR iter-0 viols: 808
  – Routed Wire Length: 33380 um
  – # DRC: 0
  – Drt wl/cell: 17.34 um

Worst setup path
  – Crit path DRT: 6.00 ns
  – CP Class: primary input to output port
  – Crit start category: primary input
  – Critical-path cell list: clkdlybuf4s50_1 -> and2_1 -> clkdlybuf4s50_1
  – Slowest cell delay on critical path: 0.57 ns
  – Critical path endpoint category: output port
  – Slowest stage cell, crit path: clkdlybuf4s50_1
  – CP Max Fanout: 4
  – Most common cell on crit path: clkdlybuf4s50_1
  – CP arrival: 2.78 ns
  – CP delay by family, top: buffers and inverters
  – Worst Path Buf+Inv: 2

Placed design
  – IO Port Bufs: 296
  – Area after DPL: 0.01466 sq mm
  – RePlAce Congestion: 0.8603
  – DP HPWL: 24320 um

Yosys
  – Distinct lib cells: 74
  – Yosys cell count: 1310
  – Number of enable flip-flop cells: 33
  – Ys async rst share: 82.90%
  – Syn avg cell area: 9.016 sq um
  – Ys Warns: 1
  – Post-synthesis cell area: 0.01181 sq mm
  – Post-synth seq share: 42.31%
  – Cell count after synthesis: 1310
  – Commonest flop: dfrtp_1
  – FF+latch count, synth: 193
  – Yosys synthesis chip area: 0.01181 sq mm

Clock network
  – Clk ins delay skew pair: 0.44 ns
  – Hold buffers post-CTS: 0
  – Root Driver: clkbuf_16
  – CTS tree: built
  – Clock Path Buffers: 2
  – Setup Buffers After CTS: 0
  – Worst-path clk slew: 0.07 ns
  – H-tree depth: 4
  – CTS sink count: 193
  – # resized after CTS: 0
  – CTS Buf Count: 17

Layout
  – Fill count: 2663
  – Syn-to-layout area delta: 29.17%
  – Final instance area: 0.01526 sq mm
  – Share of cells above drive strength 1: 6.623%

Global routing
  – Antenna violations before repair: 3
  – Remaining global-route overflow: 0
  – Largest net degree at the start of global routing: 100
  – First-pass GRT wire length: 52940 um
  – Total GRT Usage: 22.60%
  – Number of global-route vias before repair: 9411

Power and ir drop
  – Pleak: 5.915 nW
  – Pwr/cell area: 172.6 mW/mm^2
  – Peak VDD IR: 0.1435 mV

Run
  – Max-Cap Viols: 0
  – Tool Warnings: 36

Min path
  – Worst hold path type: flop to flop
==> cells in the mapped netlist (10+ instances only) <==
cell / n / share of area (%)
or2_2: 11 / 0.58
edfxtp_1: 33 / 8.4
a21oi_1: 88 / 3.7
clkbuf_1: 63 / 2.0
o21a_1: 13 / 0.83
nor3_1: 42 / 1.8
inv_1: 21 / 0.67
nand3_1: 53 / 2.2
o21ai_0: 94 / 4.0
mux2_2: 26 / 2.5
or3_1: 22 / 1.2
ha_1: 10 / 1.1
nand2_1: 109 / 3.5
nor4_1: 34 / 1.8
a211oi_1: 16 / 1.0
nand2b_1: 15 / 0.79
and3_1: 11 / 0.58
o22ai_1: 33 / 1.7
o221ai_1: 11 / 0.82
xnor2_1: 34 / 2.5
nor2_1: 82 / 2.6
nand4_1: 19 / 1.0
dfrtp_1: 158 / 33
or4_1: 19 / 1.2
nor2b_1: 18 / 0.95
buf_4: 82 / 5.2
mux2i_1: 36 / 3.1
a31oi_1: 15 / 0.79
==> registers in the layout (all words and copies together), names as in the netlist <==
name and flops:
rd_state 5, reg_arvalid 1, reg_awvalid 1, reg_r_last 1
reg_r_len 8, reg_rd_adrs 32, reg_rd_len 29, reg_w_last 1
reg_w_len 8, reg_w_stb 4, reg_wr_adrs 32, reg_wr_data 32
reg_wr_len 32, reg_wvalid 1, wr_state 6
==> power breakdown <==
| group | leakage (nW) | switching (mW) | internal (mW) |
|---|---|---|---|
| Clock | 0.290 | 0.469 | 0.454 |
| Sequential | 2.31 | 0.0729 | 1.14 |
| Combinational | 3.31 | 0.207 | 0.293 |
| Total | 5.91 | 0.748 | 1.89 |
==> kinds of logic (layout without fill, tap and decap cells) <==
kind of cell	Yosys count	count (layout)	synth area share [%]
other	2	41	0.06358
buffers and inverters	173	365	8.125
multiplexers	62	62	5.530
AND/OR/NAND/NOR	476	476	20.95
adder cells (fa/ha/maj)	10	10	1.059
flip-flops	193	193	42.31
XOR/XNOR	41	41	3.040
AND-OR/OR-AND	353	353	18.92
==> final cells by class <==
| type | count | area [sq um] | share of cell area [%] |
|---|---|---|---|
| flip-flops and latches | 193 | 4999 | 32.76 |
| multi-input cells | 982 | 6005 | 39.36 |
| clock buffers | 17 | 425.4 | 2.788 |
| repair buffers | 312 | 3097 | 20.30 |
| well taps | 384 | 480.5 | 3.149 |
| inverters | 21 | 78.83 | 0.5166 |
| diodes | 1 | 2.502 | 0.01640 |
| clock inverters | 15 | 170.2 | 1.115 |
==> worst paths after layout <==
check / slack [ns] / cells after the start / endpoint / from
setup / recovery: 3.22 / 3 / WR_DONE / M_AXI_BVALID
hold / removal: 0.35 / 0 / rd_state[2] / rd_state[3]
setup reg to reg: 4.77 / 5 / reg_w_len[7] / reg_wr_len[21]
hold reg to reg: 0.35 / 0 / rd_state[2] / rd_state[3]
max in group asynchronous: 5.44 / 2 / reg_wr_len[15] / ARESETN
min in group asynchronous: 1.04 / 1 / reg_rd_adrs[8] / ARESETN
==> layer usage <==
metal	up-vias	global-route usage, %	wire (um)
li1	5197	-	-
met1	5009	34.86	15290
met2	331	34.65	15520
met3	23	5.682	2287
met4	6	1.754	241
met5	-	0	45
==> cells in the final DEF (no fill, tap or decap), types with 22 or more instances in the layout <==
master / count
mux2_2: 26
nor2_1: 81
clkdlybuf4s50_1: 295
nand2_1: 109
mux2i_1: 36
o21ai_0: 94
nor4_1: 34
nand3_1: 53
conb_1: 40
xnor2_1: 34
nor3_1: 42
o22ai_1: 33
a21oi_1: 88
dfrtp_1: 157
edfxtp_1: 33
or3_1: 22
==> worst reg2reg max path, cell delays in order (launching register included) <==
cell and delay [ns]:
dfrtp_1 0.44, or4_1 0.64, nor3_2 0.33, nand4_1 0.55, o21a_1 0.40, a221o_1 0.26
==> stage by stage <==
step | worst slack, ns | total power [mW] | hold WS (ns) | util [%] | instances
2_1_floorplan | 3.430 | 1.443 | 0.3312 | - | 1348
3_3_place_gp | 3.194 | 1.729 | 0.3355 | 50.80 | 1892
3_5_place_dp | 3.206 | 1.733 | 0.3387 | 50.80 | 1892
4_1_cts | 3.196 | 2.668 | 0.3574 | 52.86 | 1924
5_1_grt | 3.186 | 2.773 | 0.3623 | 52.86 | 1924
6_report | 3.217 | 2.634 | 0.3536 | 52.87 | 1925
Power figures rest on the tool's default switching activity, not on a simulated workload.
