==> flow/config.mk <==
export PLATFORM = sky130hd
export DESIGN_NAME = synverll_sdiv_32x32
export DESIGN_NICKNAME = synverll_sdiv_32x32
export VERILOG_FILES = /design/flow/design.v
export SDC_FILE = /design/flow/constraint.sdc
export NUM_CORES = 4
export LEC_CHECK = 1
export CORE_UTILIZATION = 30
==> flow/constraint.sdc <==
current_design synverll_sdiv_32x32

set clk_period 12.7
set clk_io_pct 0.2

create_clock -name clk0 -period $clk_period [get_ports {system_clock}]

set non_clock_inputs [all_inputs -no_clocks]
set_input_delay [expr $clk_period * $clk_io_pct] -clock clk0 $non_clock_inputs
set_output_delay [expr $clk_period * $clk_io_pct] -clock clk0 [all_outputs]
==> flow/design.v <==
module aq_div31x31(
	input			RST_N,
	input			CLK,
	input [30:0]	DINA,
	input [30:0]	DINB,
	output [30:0]	QOUT,
	output [30:0]	ROUT
);
reg [62:0] r00r;
reg [62:0] r01r;
reg [62:0] r02r;
reg [62:0] r03r;
reg [62:0] r04r;
reg [62:0] r05r;
reg [62:0] r06r;
reg [62:0] r07r;
reg [62:0] r08r;
reg [62:0] r09r;
reg [62:0] r10r;
reg [62:0] r11r;
reg [62:0] r12r;
reg [62:0] r13r;
reg [62:0] r14r;
reg [62:0] r15r;
reg [62:0] r16r;
reg [62:0] r17r;
reg [62:0] r18r;
reg [62:0] r19r;
reg [62:0] r20r;
reg [62:0] r21r;
reg [62:0] r22r;
reg [62:0] r23r;
reg [62:0] r24r;
reg [62:0] r25r;
reg [62:0] r26r;
reg [62:0] r27r;
reg [62:0] r28r;
reg [62:0] r29r;
reg [62:0] r30r;
reg [62:0] r31r;
reg [30:0] s00r;
reg [30:0] s01r;
reg [30:0] s02r;
reg [30:0] s03r;
reg [30:0] s04r;
reg [30:0] s05r;
reg [30:0] s06r;
reg [30:0] s07r;
reg [30:0] s08r;
reg [30:0] s09r;
reg [30:0] s10r;
reg [30:0] s11r;
reg [30:0] s12r;
reg [30:0] s13r;
reg [30:0] s14r;
reg [30:0] s15r;
reg [30:0] s16r;
reg [30:0] s17r;
reg [30:0] s18r;
reg [30:0] s19r;
reg [30:0] s20r;
reg [30:0] s21r;
reg [30:0] s22r;
reg [30:0] s23r;
reg [30:0] s24r;
reg [30:0] s25r;
reg [30:0] s26r;
reg [30:0] s27r;
reg [30:0] s28r;
reg [30:0] s29r;
reg [30:0] s30r;
reg [30:0] s31r;
always @(negedge RST_N or posedge CLK) begin
	if(!RST_N) begin
		r00r <= 63'd0;
		r01r <= 63'd0;
		r02r <= 63'd0;
		r03r <= 63'd0;
		r04r <= 63'd0;
		r05r <= 63'd0;
		r06r <= 63'd0;
		r07r <= 63'd0;
		r08r <= 63'd0;
		r09r <= 63'd0;
		r10r <= 63'd0;
		r11r <= 63'd0;
		r12r <= 63'd0;
		r13r <= 63'd0;
		r14r <= 63'd0;
		r15r <= 63'd0;
		r16r <= 63'd0;
		r17r <= 63'd0;
		r18r <= 63'd0;
		r19r <= 63'd0;
		r20r <= 63'd0;
		r21r <= 63'd0;
		r22r <= 63'd0;
		r23r <= 63'd0;
		r24r <= 63'd0;
		r25r <= 63'd0;
		r26r <= 63'd0;
		r27r <= 63'd0;
		r28r <= 63'd0;
		r29r <= 63'd0;
		r30r <= 63'd0;
		r31r <= 63'd0;
		s00r <= 31'd0;
		s01r <= 31'd0;
		s02r <= 31'd0;
		s03r <= 31'd0;
		s04r <= 31'd0;
		s05r <= 31'd0;
		s06r <= 31'd0;
		s07r <= 31'd0;
		s08r <= 31'd0;
		s09r <= 31'd0;
		s10r <= 31'd0;
		s11r <= 31'd0;
		s12r <= 31'd0;
		s13r <= 31'd0;
		s14r <= 31'd0;
		s15r <= 31'd0;
		s16r <= 31'd0;
		s17r <= 31'd0;
		s18r <= 31'd0;
		s19r <= 31'd0;
		s20r <= 31'd0;
		s21r <= 31'd0;
		s22r <= 31'd0;
		s23r <= 31'd0;
		s24r <= 31'd0;
		s25r <= 31'd0;
		s26r <= 31'd0;
		s27r <= 31'd0;
		s28r <= 31'd0;
		s29r <= 31'd0;
		s30r <= 31'd0;
	end else begin
		r00r[62:0]	<= {1'b1, 31'd0, DINA};
		s00r 		<= DINB;
		r01r[62:30]	<= ({1'b1,r00r[61:30]}) + (~{2'b00,s00r}) + 1;
		r01r[29:0]	<= r00r[29:0] ;
		s01r <= s00r;
		r02r[61:29]	<= ({r01r[62],r01r[60:29]}) + (({33{r01r[62]}}^{2'b00,s01r}) + r01r[62]);
		r02r[62:62]	<= r01r[62:62] ;
		r02r[28:0]	<= r01r[28:0] ;
		s02r <= s01r;
		r03r[60:28]	<= ({r02r[61],r02r[59:28]}) + (({33{r02r[61]}}^{2'b00,s02r}) + r02r[61]);
		r03r[62:61]	<= r02r[62:61] ;
		r03r[27:0]	<= r02r[27:0] ;
		s03r <= s02r;
		r04r[59:27]	<= ({r03r[60],r03r[58:27]}) + (({33{r03r[60]}}^{2'b00,s03r}) + r03r[60]);
		r04r[62:60]	<= r03r[62:60] ;
		r04r[26:0]	<= r03r[26:0] ;
		s04r <= s03r;
		r05r[58:26]	<= ({r04r[59],r04r[57:26]}) + (({33{r04r[59]}}^{2'b00,s04r}) + r04r[59]);
		r05r[62:59]	<= r04r[62:59] ;
		r05r[25:0]	<= r04r[25:0] ;
		s05r <= s04r;
		r06r[57:25]	<= ({r05r[58],r05r[56:25]}) + (({33{r05r[58]}}^{2'b00,s05r}) + r05r[58]);
		r06r[62:58]	<= r05r[62:58] ;
		r06r[24:0]	<= r05r[24:0] ;
		s06r <= s05r;
		r07r[56:24]	<= ({r06r[57],r06r[55:24]}) + (({33{r06r[57]}}^{2'b00,s06r}) + r06r[57]);
		r07r[62:57]	<= r06r[62:57] ;
		r07r[23:0]	<= r06r[23:0] ;
		s07r <= s06r;
		r08r[55:23]	<= ({r07r[56],r07r[54:23]}) + (({33{r07r[56]}}^{2'b00,s07r}) + r07r[56]);
		r08r[62:56]	<= r07r[62:56] ;
		r08r[22:0]	<= r07r[22:0] ;
		s08r <= s07r;
		r09r[54:22]	<= ({r08r[55],r08r[53:22]}) + (({33{r08r[55]}}^{2'b00,s08r}) + r08r[55]);
		r09r[62:55]	<= r08r[62:55] ;
		r09r[21:0]	<= r08r[21:0] ;
		s09r <= s08r;
		r10r[53:21]	<= ({r09r[54],r09r[52:21]}) + (({33{r09r[54]}}^{2'b00,s09r}) + r09r[54]);
		r10r[62:54]	<= r09r[62:54] ;
		r10r[20:0]	<= r09r[20:0] ;
		s10r <= s09r;
		r11r[52:20]	<= ({r10r[53],r10r[51:20]}) + (({33{r10r[53]}}^{2'b00,s10r}) + r10r[53]);
		r11r[62:53]	<= r10r[62:53] ;
		r11r[19:0]	<= r10r[19:0] ;
		s11r <= s10r;
		r12r[51:19]	<= ({r11r[52],r11r[50:19]}) + (({33{r11r[52]}}^{2'b00,s11r}) + r11r[52]);
		r12r[62:52]	<= r11r[62:52] ;
		r12r[18:0]	<= r11r[18:0] ;
		s12r <= s11r;
		r13r[50:18]	<= ({r12r[51],r12r[49:18]}) + (({33{r12r[51]}}^{2'b00,s12r}) + r12r[51]);
		r13r[62:51]	<= r12r[62:51] ;
		r13r[17:0]	<= r12r[17:0] ;
		s13r <= s12r;
		r14r[49:17]	<= ({r13r[50],r13r[48:17]}) + (({33{r13r[50]}}^{2'b00,s13r}) + r13r[50]);
		r14r[62:50]	<= r13r[62:50] ;
		r14r[16:0]	<= r13r[16:0] ;
		s14r <= s13r;
		r15r[48:16]	<= ({r14r[49],r14r[47:16]}) + (({33{r14r[49]}}^{2'b00,s14r}) + r14r[49]);
		r15r[62:49]	<= r14r[62:49] ;
		r15r[15:0]	<= r14r[15:0] ;
		s15r <= s14r;
		r16r[47:15]	<= ({r15r[48],r15r[46:15]}) + (({33{r15r[48]}}^{2'b00,s15r}) + r15r[48]);
		r16r[62:48]	<= r15r[62:48] ;
		r16r[14:0]	<= r15r[14:0] ;
		s16r <= s15r;
		r17r[46:14]	<= ({r16r[47],r16r[45:14]}) + (({33{r16r[47]}}^{2'b00,s16r}) + r16r[47]);
		r17r[62:47]	<= r16r[62:47] ;
		r17r[13:0]	<= r16r[13:0] ;
		s17r <= s16r;
		r18r[45:13]	<= ({r17r[46],r17r[44:13]}) + (({33{r17r[46]}}^{2'b00,s17r}) + r17r[46]);
		r18r[62:46]	<= r17r[62:46] ;
		r18r[12:0]	<= r17r[12:0] ;
		s18r <= s17r;
		r19r[44:12]	<= ({r18r[45],r18r[43:12]}) + (({33{r18r[45]}}^{2'b00,s18r}) + r18r[45]);
		r19r[62:45]	<= r18r[62:45] ;
		r19r[11:0]	<= r18r[11:0] ;
		s19r <= s18r;
		r20r[43:11]	<= ({r19r[44],r19r[42:11]}) + (({33{r19r[44]}}^{2'b00,s19r}) + r19r[44]);
		r20r[62:44]	<= r19r[62:44] ;
		r20r[10:0]	<= r19r[10:0] ;
		s20r <= s19r;
		r21r[42:10]	<= ({r20r[43],r20r[41:10]}) + (({33{r20r[43]}}^{2'b00,s20r}) + r20r[43]);
		r21r[62:43]	<= r20r[62:43] ;
		r21r[9:0]	<= r20r[9:0] ;
		s21r <= s20r;
		r22r[41:9]	<= ({r21r[42],r21r[40:9]}) + (({33{r21r[42]}}^{2'b00,s21r}) + r21r[42]);
		r22r[62:42]	<= r21r[62:42] ;
		r22r[8:0]	<= r21r[8:0] ;
		s22r <= s21r;
		r23r[40:8]	<= ({r22r[41],r22r[39:8]}) + (({33{r22r[41]}}^{2'b00,s22r}) + r22r[41]);
		r23r[62:41]	<= r22r[62:41] ;
		r23r[7:0]	<= r22r[7:0] ;
		s23r <= s22r;
		r24r[39:7]	<= ({r23r[40],r23r[38:7]}) + (({33{r23r[40]}}^{2'b00,s23r}) + r23r[40]);
		r24r[62:40]	<= r23r[62:40] ;
		r24r[6:0]	<= r23r[6:0] ;
		s24r <= s23r;
		r25r[38:6]	<= ({r24r[39],r24r[37:6]}) + (({33{r24r[39]}}^{2'b00,s24r}) + r24r[39]);
		r25r[62:39]	<= r24r[62:39] ;
		r25r[5:0]	<= r24r[5:0] ;
		s25r <= s24r;
		r26r[37:5]	<= ({r25r[38],r25r[36:5]}) + (({33{r25r[38]}}^{2'b00,s25r}) + r25r[38]);
		r26r[62:38]	<= r25r[62:38] ;
		r26r[4:0]	<= r25r[4:0] ;
		s26r <= s25r;
		r27r[36:4]	<= ({r26r[37],r26r[35:4]}) + (({33{r26r[37]}}^{2'b00,s26r}) + r26r[37]);
		r27r[62:37]	<= r26r[62:37] ;
		r27r[3:0]	<= r26r[3:0] ;
		s27r <= s26r;
		r28r[35:3]	<= ({r27r[36],r27r[34:3]}) + (({33{r27r[36]}}^{2'b00,s27r}) + r27r[36]);
		r28r[62:36]	<= r27r[62:36] ;
		r28r[2:0]	<= r27r[2:0] ;
		s28r <= s27r;
		r29r[34:2]	<= ({r28r[35],r28r[33:2]}) + (({33{r28r[35]}}^{2'b00,s28r}) + r28r[35]);
		r29r[62:35]	<= r28r[62:35] ;
		r29r[1:0]	<= r28r[1:0] ;
		s29r <= s28r;
		r30r[33:1]	<= ({r29r[34],r29r[32:1]}) + (({33{r29r[34]}}^{2'b00,s29r}) + r29r[34]);
		r30r[62:34]	<= r29r[62:34] ;
		r30r[0:0]	<= r29r[0:0] ;
		s30r <= s29r;
		r31r[32:0]	<= ({r30r[33],r30r[31:0]}) + (({33{r30r[33]}}^{2'b00,s30r}) + r30r[33]);
		r31r[62:33]	<= r30r[62:33] ;
		s31r <= s30r;
	end
end
assign QOUT = r31r[62:32];
assign ROUT = (r31r[31])?(r31r[30:0]+s31r):r31r[30:0];
endmodule
module synverll_sdiv_32x32(
	input			system_clock,
	input			system_reset,
	input			__call_sdiv_req,
	output			__call_sdiv_ready,
	output 			__call_sdiv_done,
	input [31:0]	__call_sdiv_args_0,
	input [31:0]	__call_sdiv_args_1,
	output signed [31:0]	__call_sdiv_q,
	output signed [31:0]	__call_sdiv_r
);
reg [33:0] flag_done;
reg [33:0] flag_signed;
reg [30:0] reg_args_0, reg_args_1;
wire [30:0] wire_q, wire_r;
assign __call_sdiv_done		= flag_done[33];
assign __call_sdiv_ready	= 1;
assign __call_sdiv_q = {flag_signed[33], wire_q};
assign __call_sdiv_r = {0, wire_r};
always @(posedge system_clock or negedge system_reset) begin
	if(!system_reset) begin
		flag_done <= 0;
		flag_signed <= 0;
		reg_args_0 <= 0;
		reg_args_1 <= 0;
	end else begin
		flag_done[33:0] <= {flag_done[32:0], __call_sdiv_req};
		flag_signed[33:0] <= {flag_signed[32:0], (__call_sdiv_args_0[31] ^ __call_sdiv_args_1[31])};
		reg_args_0[30:0] <= (__call_sdiv_args_0[31])?(~__call_sdiv_args_0[30:0]+1):(__call_sdiv_args_0[30:0]);
		reg_args_1[30:0] <= (__call_sdiv_args_1[31])?(~__call_sdiv_args_1[30:0]+1):(__call_sdiv_args_1[30:0]);
	end
end
aq_div31x31 u_aq_div31x31(
	.RST_N	( system_reset			),
	.CLK	( system_clock			),
	.DINA	( reg_args_0	),
	.DINB	( reg_args_1	),
	.QOUT	( wire_q			),
	.ROUT	( wire_r			)
);
endmodule
==> flow/run.sh <==
#!/bin/bash
# OpenROAD 26Q1-2900-gdf79404cd8, Yosys 0.63+post, stock flow scripts
make -C /OpenROAD-flow-scripts/flow DESIGN_CONFIG=/design/flow/config.mk WORK_HOME=/design/flow/orfs finish
==> flow_summary.json <==
{
  "outcome": "finished, final reports clean",
  "syn-instance-count": 10939,
  "largest_reg_flops": 63,
  "synth_cell_type_count": 91,
  "vias_per_cell": 4.53,
  "total_die_area_um2": 453000,
  "dp_hpwl_um": 188000,
  "postCtsSetupRepairBufs": 0,
  "cp_data_required_time_ps": 10160,
  "fill_cells": 42976,
  "final_min_period_over_clock_period_pct": 56.1,
  "max_freq_ghz": 0.140,
  "dieHeight_um": 673,
  "place_ws_ps": 6480,
  "final.min_clock_period_ps": 7120,
  "tritoncts_sink_count": 3076,
  "setup.worst_path.end_class": "output pin",
  "final-max-slew-violation-count": 0,
  "grt-ovfl-total": 0,
  "cts_resized": 0,
  "clock.latency.late_pin_ps": 930,
  "cts_tree": "built",
  "die-width_um": 673,
  "worst_slew_pin_slew_ps": 991,
  "vias": 79248,
  "yosysSeqAreaShare_pct": 57.1,
  "postRouteAntennaNets": 0,
  "worst_clock_skew_ps": 58.9,
  "root_buffer": "clkbuf_16",
  "portBuffers": 130,
  "antenna_found_initial": 4,
  "clkTransAtPathRegs_ps": 60,
  "grt_first_pass_wirelength_um": 418000,
  "final_weighted_congestion_in_routability_driven_placement": 0.925,
  "yosys_register_bits": 3076,
  "max_slew_margin_pct": 33.5,
  "drv.max_cap_violation_count": 0,
  "worst-setup-path-type": "reg2out",
  "row_count": 246,
  "cts_max_level": 5,
  "syn_to_final_growth_pct": 14.9,
  "avgRoutedWirePerCell_um": 14.6,
  "dr.pass1.iters": 6,
  "largest_register": "u_aq_div31x31.r31r",
  "total_clock_buffers_created_by_cts": 333,
  "drt_wl_total_um": 255000,
  "pin_count": 133,
  "yosys_cell_count": 10939,
  "clk_path_buf_depth": 4,
  "worst_hold_path_type": "reg2reg",
  "first_iter_violations": 2851,
  "report.final.setup_viol": 0,
  "tns_ps": 0,
  "cp.arrival_ps": 4580,
  "yosys_warnings": 2,
  "critPathLaunchType": "flip-flop",
  "post-route-util_pct": 34.6,
  "log.warning_count": 127,
  "floorplanUtilization_pct": 30.1,
  "yosys_most_used_dff": "dfrtp_1",
  "setup_slack_ps": 5580,
  "syn-mean-instance-area_um2": 12.3,
  "fp.coreArea_um2": 448000,
  "critPathMaxFanout": 7,
  "globalRouteTotalUtil_pct": 11.7,
  "maximum_number_of_pins_on_one_net_before_global_route_repair": 128,
  "mappedNetlistArea_um2": 135000,
  "synth-area-yosys_um2": 135000,
  "finalHoldViolations": 0,
  "fraction_of_layout_instances_using_a_drive_strength_above_1_pct": 6.71,
  "drt_drc_violations_left": 0,
  "vias_in_the_first_global_route": 82472,
  "async_reset_ff_share_pct": 99.0,
  "postCtsHoldBufs": 0,
  "edf_count": 31,
  "grt_setup_unrepaired": "no"
}
-- layout make-up --
class | instances | area [um2] | share of cell area [%]
antenna | 2 | 5.00 | 0.00322
clock buffer | 458 | 9550 | 6.15
clock inverter | 137 | 1890 | 1.21
inverter | 307 | 1150 | 0.742
multi-input combinational | 7320 | 55800 | 35.9
sequential | 3076 | 77100 | 49.7
tap | 5952 | 7450 | 4.80
timing repair buffer | 244 | 2280 | 1.47
-- path summary, 6_finish.rpt --
check / slack (ps) / endpoint / cells past startpoint / start
min in group asynchronous: 1520 / reg_args_0[22] / 1 / system_reset
max: 5580 / __call_sdiv_r[29] / 12 / u_aq_div31x31.r31r[9]
min reg2reg: 300 / u_aq_div31x31.r12r[15] / 0 / u_aq_div31x31.r11r[15]
min: 300 / u_aq_div31x31.r12r[15] / 0 / u_aq_div31x31.r11r[15]
max reg2reg: 8080 / u_aq_div31x31.r18r[42] / 14 / u_aq_div31x31.r17r[46]
max in group asynchronous: 7980 / u_aq_div31x31.r28r[50] / 5 / system_reset
-- synthesized netlist by cell type, types with 163 or more instances --
master	number	area, um2
nor2_1	441	1660
inv_1	307	1150
nand2_1	428	1610
a21o_1	449	3370
nor2b_1	164	1030
ha_1	1047	13100
a21oi_1	787	3940
nand3_1	163	816
xnor2_1	649	5680
dfrtp_1	3045	76200
xor2_1	1188	10400
o21ai_0	461	2310
-- kinds of logic after synthesis --
family / after synthesis / share of synthesized area, %
compound gates: 2542 / 12.1
xor+xnor: 1837 / 11.9
fa+ha+maj: 1078 / 10.2
buf+inv: 543 / 1.61
flops: 3076 / 57.1
mux: 53 / 0.411
other cells: 2 / 0.00556
simple gates: 1808 / 6.66
-- cells in the final DEF, fill, tap and decap left out, drive strengths merged, types with 129 or more instances in the layout --
master	n
nand2b	140
a21oi	788
nand3	163
nor2	441
o21ai	475
o21bai	136
ha	1047
inv	323
o21a	129
nor2b	164
nand2	428
xnor2	649
clkbuf	458
dfrtp	3045
a21o	449
xor2	1188
-- worst max-delay path: stages (launching register included) --
cell and delay, ps:
dfrtp_1 380, ha_1 410, and3_1 180, a221oi_1 90
nor3_1 380, and4bb_2 310, nor3_1 380, o21ai_0 190
a32oi_1 380, a211oi_1 180, xnor2_1 150, mux2_2 280
clkdlybuf4s50_1 400
-- metrics by stage --
stage,cell area (um2),std cells,hold WS [ps]
after floorplan,135000,10939,331
after global placement,144000,16899,331
after detailed placement,144000,16899,335
after CTS,155000,17494,296
after global routing,155000,17496,310
final,155000,17496,302
-- routing by layer --
layer / vias up / global-route usage (%) / share of wire, %
met3: 620 / 1.48 / 2.9
met5: - / 0 / 0
met1: 38724 / 13.0 / 36
met4: 0 / 5.56 / 5.8
met2: 1108 / 22.1 / 55
li1: 38796 / - / -
